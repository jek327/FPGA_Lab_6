==> flow/design.v <==
`timescale 1ns / 1ps
module Switch_Debouncer(clk, noisy, clean);
input clk;          
input noisy;        
output reg clean;   
reg [19:0] count;   
reg new_signal;
always @(posedge clk) begin
    new_signal <= noisy;    
    if (new_signal != clean)
        count <= count + 1;
    else
        count <= 0;
    if (count == 20'hFFFFF)
        clean <= new_signal;
end
endmodule
==> flow/run.sh <==
#!/bin/bash
# OpenROAD 26Q1-2900-gdf79404cd8, Yosys 0.63+post, stock flow scripts
make -C /OpenROAD-flow-scripts/flow DESIGN_CONFIG=/design/flow/config.mk WORK_HOME=/design/flow/orfs finish
==> flow/config.mk <==
export PLATFORM = sky130hd
export DESIGN_NAME = Switch_Debouncer
export DESIGN_NICKNAME = Switch_Debouncer
export VERILOG_FILES = /design/flow/design.v
export SDC_FILE = /design/flow/constraint.sdc
export NUM_CORES = 4
export LEC_CHECK = 1
export CORE_AREA = 10 10 98 98
export DIE_AREA = 0 0 108 108
==> flow/constraint.sdc <==
current_design Switch_Debouncer

set clk_period 2.9
set clk_io_pct 0.2

create_clock -name clk0 -period $clk_period [get_ports {clk}]

set non_clock_inputs [all_inputs -no_clocks]
set_input_delay [expr $clk_period * $clk_io_pct] -clock clk0 $non_clock_inputs
set_output_delay [expr $clk_period * $clk_io_pct] -clock clk0 [all_outputs]
==> notes.md <==
fresh numbers from the pnr run: initial antenna violation count 0, Routed wire per std cell 7.39 um, count of tool warnings 25, DRT antenna net count 0, GRT Residual Overflow 0, combined area of the multi-input logic cells 499 um^2, via density per instance 3.39, total die area 0.0117 mm^2, DRC marker count from the first detailed-route iteration 31, Setup violations, final 0, RSZ-0062 raised after global routing no, sequential cell area in the final layout 450 um^2, net switching power 103 uW, Detail Placement HPWL 1.10 mm, vias post-DR 715, worst min-delay path class reg -> reg, horizontal die dimension 108 um, Std-Cell Rows 32, met2 Resource Use GR 4.05%, outcome completed, type of origin of the critical path flip-flop, Worst Path Required 3.04 ns, Logic pwr share 2.6%, Setup TNS Final 0 ns, fraction of registers with async set/reset 0%, cts hold-fix bufs 0, fill cell total of the finished layout 839, number of synthesized register bits 22, Core Region 0.00765 mm^2, worst clock skew 0.00454 ns, count of instances resized after the clock tree is built 0, Arr. time, crit path 1.97 ns, synthesized area per cell 9.16 um^2, minimum period implied by the final worst setup slack 1.83 ns, Tcrit/Tclk final 63.1%, total power of the final layout 539 uW, post-layout utilization of the core 15.3%, portion of total power attributed to the clock network 39.2%, global routing usage summed across all routing layers 2.81%, remaining max-slew budget at the tightest pin 76.5%, synthesized instance count 107, met1 Resource Use GR 3.96%, height of the chip 108 um, yosys-reported design area after synthesis 980 um^2, global-route wire length before repair 2.76 mm, number of max-capacitance violations reported 0, maximum fanout along the worst path 12, layout cell share with drive strength beyond 1 10.1%, Netlist cell types 30, pins over their slew limit 0, met3 Track Usage GR 1.39%, ant diodes 0, CTS H-tree depth 1, most frequently used flop master after synthesis sky130_fd_sc_hd__dfxtp_1, Setup CP Type reg -> reg, maximum root-to-sink buffer count 2, largest net degree at the start of global routing 22, clock tree from TritonCTS yes, number of global-route vias before repair 627, top achievable clock speed 547 MHz, I/O pin count 3, DRC violation count after routing 0, 1st-pass router iterations 4, sequential power share 58.2%, final wirelength 1.56 mm, leakage component of the power 0.000347 uW, Slew @ Worst Pin 0.349 ns, cell-internal power 435 uW, clock transition at the registers of the reported paths 0.08 ns, Setup Fix Bufs, Post-CTS 0, root buffer cell sky130_fd_sc_hd__clkbuf_8, maximum resistive drop on vdd 0.170 mV, layer carrying the most global-route usage met2, number of cell instances after yosys synthesis 107, category of the worst setup path capture point flip-flop, hold violation count in the final report 0, power density normalized to cell area 462 mW/mm^2, proportion of synthesized chip area in sequential cells 46.0%, count of input and output buffers 2, cell area after synthesis 980 um^2, Syn-to-layout area delta 19.2%, clock sink count 22, number of flops mapped to enable cells by yosys 1, Starting Density 12.8%, clock latency reported for the late side of the worst-skew pair 0.26 ns, warning count from the yosys run 1, number of buffers created by CTS 3, weighted congestion at the end of routability-driven global placement 0.761, share of total power consumed by net switching 19.2%
[layout make-up]
| cell class | instances | share of cell area, % |
|---|---|---|
| Multi-Input combinational cell | 78 | 42.8 |
| Timing Repair Buffer | 3 | 2.36 |
| Clock buffer | 4 | 4.72 |
| Tap cell | 102 | 10.9 |
| Sequential cell | 22 | 38.6 |
| Inverter | 2 | 0.643 |
[cell usage after synthesis (2+ instances only)]
cell type / n / area [um^2]
sky130_fd_sc_hd__a21oi_1: 8 / 40.0
sky130_fd_sc_hd__dfxtp_1: 21 / 420
sky130_fd_sc_hd__nor2_1: 14 / 52.6
sky130_fd_sc_hd__xnor2_1: 8 / 70.1
sky130_fd_sc_hd__nor3_1: 2 / 10.0
sky130_fd_sc_hd__nand2_1: 6 / 22.5
sky130_fd_sc_hd__clkbuf_1: 4 / 15.0
sky130_fd_sc_hd__nand4_1: 2 / 12.5
sky130_fd_sc_hd__nor4_1: 3 / 18.8
sky130_fd_sc_hd__nand3b_1: 3 / 22.5
sky130_fd_sc_hd__o21ai_1: 2 / 10.0
sky130_fd_sc_hd__inv_1: 2 / 7.51
sky130_fd_sc_hd__and3_1: 3 / 18.8
sky130_fd_sc_hd__xor2_1: 3 / 26.3
sky130_fd_sc_hd__o21ai_0: 3 / 15.0
sky130_fd_sc_hd__o31ai_1: 2 / 15.0
sky130_fd_sc_hd__nand3_1: 6 / 30.0
sky130_fd_sc_hd__or3_1: 3 / 18.8
[path summary, 6_finish.rpt]
path / to / slack, ns / from / cells after the start
hold / removal: clean$_DFFE_PN_ / 0.46 / new_signal$_DFF_P_ / 0
setup / recovery: count[19]$_SDFF_PN0_ / 1.07 / count[3]$_SDFF_PN0_ / 4
hold reg to reg: clean$_DFFE_PN_ / 0.46 / new_signal$_DFF_P_ / 0
setup reg to reg: count[19]$_SDFF_PN0_ / 1.07 / count[3]$_SDFF_PN0_ / 4
[registers in the layout (all words and copies together), names as in the netlist]
register	flops
clean	1
count	20
new_signal	1
[stage by stage]
stage	hold slack [ns]	cell area [um^2]	std cells	setup slack, ns
final	0.456	1170	211	1.07
after global routing	0.481	1170	211	0.856
after CTS	0.463	1170	211	1.07
after detailed placement	0.445	1110	207	1.11
after global placement	0.437	1110	207	1.14
after floorplan	0.429	980	107	1.36
[critical path, cell delays in order (launching register included)]
cell                      delay, ns
sky130_fd_sc_hd__dfxtp_1       0.41
sky130_fd_sc_hd__nand4_2       0.31
sky130_fd_sc_hd__or4_4         0.63
sky130_fd_sc_hd__o31ai_1       0.26
sky130_fd_sc_hd__a21oi_1       0.09
[power groups by stage]
stage | Clock (uW) | Sequential (uW) | Combinational (uW)
6_report | 211 | 314 | 14.3
5_1_grt | 233 | 314 | 16.2
4_1_cts | 218 | 314 | 14.2
[kinds of logic after synthesis]
logic type	count (synthesis)	share of synthesized area (%)
xor+xnor	11	9.83
compound gates	16	9.07
flops	22	46.0
fa+ha+maj	1	1.28
simple gates	50	30.8
buf+inv	7	3.07
[routing by layer]
metal | routed length (um) | part of all wire [%]
met2 | 638 | 41
met4 | 0 | 0
met1 | 817 | 52
met3 | 102 | 6.5
met5 | 0 | 0
[cell usage in the layout, fill, tap and decap left out, types with 2 or more instances in the layout]
master,count
sky130_fd_sc_hd__dfxtp_1,21
sky130_fd_sc_hd__nor2_1,14
sky130_fd_sc_hd__xnor2_1,8
sky130_fd_sc_hd__a21oi_1,8
sky130_fd_sc_hd__nand2_1,6
sky130_fd_sc_hd__nand3_1,6
sky130_fd_sc_hd__clkbuf_8,4
sky130_fd_sc_hd__o21ai_0,3
sky130_fd_sc_hd__or3_1,3
sky130_fd_sc_hd__and3_1,3
sky130_fd_sc_hd__xor2_1,3
sky130_fd_sc_hd__nor4_1,3
sky130_fd_sc_hd__nand3b_1,3
sky130_fd_sc_hd__nor3_1,2
sky130_fd_sc_hd__nand4_1,2
sky130_fd_sc_hd__o31ai_1,2
sky130_fd_sc_hd__o21ai_1,2
sky130_fd_sc_hd__inv_1,2
sky130_fd_sc_hd__clkdlybuf4s50_1,2
No activity file was given, so power comes from the tool's default toggle rates.
